`design/flow/config.mk`:
```
export PLATFORM = sky130hd
export DESIGN_NAME = top
export DESIGN_NICKNAME = top
export VERILOG_FILES = /design/flow/design.v
export SDC_FILE = /design/flow/constraint.sdc
export NUM_CORES = 4
export LEC_CHECK = 1
export CORE_UTILIZATION = 30
```
`design/flow/design.v`:
```
`timescale 1ns / 1ps
module PS2Receiver(
    input clk,
    input kclk,
    input kdata,
    output reg [15:0] keycode=0,
    output reg oflag
    );
    wire kclkf, kdataf;
    reg [7:0]datacur=0;
    reg [7:0]dataprev=0;
    reg [3:0]cnt=0;
    reg flag=0;
debouncer #(
    .COUNT_MAX(19),
    .COUNT_WIDTH(5)
) db_clk(
    .clk(clk),
    .I(kclk),
    .O(kclkf)
);
debouncer #(
   .COUNT_MAX(19),
   .COUNT_WIDTH(5)
) db_data(
    .clk(clk),
    .I(kdata),
    .O(kdataf)
);
always@(negedge(kclkf))begin
    case(cnt)
    0:; 
    1:datacur[0]<=kdataf;
    2:datacur[1]<=kdataf;
    3:datacur[2]<=kdataf;
    4:datacur[3]<=kdataf;
    5:datacur[4]<=kdataf;
    6:datacur[5]<=kdataf;
    7:datacur[6]<=kdataf;
    8:datacur[7]<=kdataf;
    9:flag<=1'b1;
    10:flag<=1'b0;
    endcase
        if(cnt<=9) cnt<=cnt+1;
        else if(cnt==10) cnt<=0;
end
reg pflag;
always@(posedge clk) begin
    if (flag == 1'b1 && pflag == 1'b0) begin
        keycode <= {dataprev, datacur};
        oflag <= 1'b1;
        dataprev <= datacur;
    end else
        oflag <= 'b0;
    pflag <= flag;
end
endmodule
`timescale 1ns / 1ps
module bin2ascii(
    input [NBYTES*8-1:0] I,
    output reg [NBYTES*16-1:0] O=0
    );
    parameter NBYTES=2;
    genvar i;
    generate for (i=0; i<NBYTES*2; i=i+1)
        always@(I)
        if (I[4*i+3:4*i] >= 4'h0 && I[4*i+3:4*i] <= 4'h9)
            O[8*i+7:8*i] = 8'd48 + I[4*i+3:4*i];
        else
            O[8*i+7:8*i] = 8'd55 + I[4*i+3:4*i];
    endgenerate
endmodule
`timescale 1ns / 1ps
module debouncer(
    input clk,
    input I,
    output reg O
    );
    parameter COUNT_MAX=255, COUNT_WIDTH=8;
    reg [COUNT_WIDTH-1:0] count;
    reg Iv=0;
    always@(posedge clk)
        if (I == Iv) begin
            if (count == COUNT_MAX)
                O <= I;
            else
                count <= count + 1'b1;
        end else begin
            count <= 'b0;
            Iv <= I;
        end
endmodule
`timescale 1ns / 1ps
module top(
    input         clk,
    input         PS2Data,
    input         PS2Clk,
    output        tx
);
    wire        tready;
    wire        ready;
    wire        tstart;
    reg         start=0;
    reg         CLK50MHZ=0;
    wire [31:0] tbuf;
    reg  [15:0] keycodev=0;
    wire [15:0] keycode;
    wire [ 7:0] tbus;
    reg  [ 2:0] bcount=0;
    wire        flag;
    reg         cn=0;
    always @(posedge(clk))begin
        CLK50MHZ<=~CLK50MHZ;
    end
    PS2Receiver uut (
        .clk(CLK50MHZ),
        .kclk(PS2Clk),
        .kdata(PS2Data),
        .keycode(keycode),
        .oflag(flag)
    );
    always@(keycode)
        if (keycode[7:0] == 8'hf0) begin
            cn <= 1'b0;
            bcount <= 3'd0;
        end else if (keycode[15:8] == 8'hf0) begin
            cn <= keycode != keycodev;
            bcount <= 3'd5;
        end else begin
            cn <= keycode[7:0] != keycodev[7:0] || keycodev[15:8] == 8'hf0;
            bcount <= 3'd2;
        end
    always@(posedge clk)
        if (flag == 1'b1 && cn == 1'b1) begin
            start <= 1'b1;
            keycodev <= keycode;
        end else
            start <= 1'b0;
    bin2ascii #(
        .NBYTES(2)
    ) conv (
        .I(keycodev),
        .O(tbuf)
    );
    uart_buf_con tx_con (
        .clk    (clk   ),
        .bcount (bcount),
        .tbuf   (tbuf  ),  
        .start  (start ), 
        .ready  (ready ), 
        .tstart (tstart),
        .tready (tready),
        .tbus   (tbus  )
    );
    uart_tx get_tx (
        .clk    (clk),
        .start  (tstart),
        .tbus   (tbus),
        .tx     (tx),
        .ready  (tready)
    );
endmodule
`timescale 1ns / 1ps
module uart_buf_con(
    input             clk,
    input      [ 2:0] bcount,
    input      [31:0] tbuf,
    input             start,
    output            ready,
    output reg        tstart=0,
    input             tready,
    output reg [ 7:0] tbus=0
    );
    reg [2:0] sel=0;
    reg [31:0] pbuf=0;
    reg running=0;
    initial tstart <= 'b0;
    initial tbus <= 'b0;
    always@(posedge clk)
        if (tready == 1'b1) begin
            if (running == 1'b1) begin
                if (sel == 4'd1) begin
                    running <= 1'b0;
                    sel <= bcount + 2'd2;
                end else begin
                    sel <= sel - 1'b1;
                    tstart <= 1'b1;
                    running <= 1'b1;
                end
            end else begin
                if (bcount != 2'b0) begin
                    pbuf <= tbuf;
                    tstart <= start;
                    running <= start;
                    sel <= bcount + 2'd2;
                end
            end
        end else
            tstart <= 1'b0;
    assign ready = ~running;
    always@(sel, pbuf)
        case (sel)
        1: tbus <= 8'd13;
        2: tbus <= 8'd10;
        3: tbus <= pbuf[7:0];
        4: tbus <= pbuf[15:8];
        5: tbus <= 8'd32;
        6: tbus <= pbuf[23:16];
        7: tbus <= pbuf[31:24];
        default: tbus <= 8'd0;
        endcase
endmodule
`timescale 1ns / 1ps
module uart_tx(
    input       clk   ,
    input [7:0] tbus  ,
    input       start,
    output      tx    ,
    output      ready 
    );
    parameter CD_MAX=10416, CD_WIDTH=16;
    reg [CD_WIDTH-1:0] cd_count=0;
    reg [3:0] count=0;
    reg running=0;
    reg [10:0] shift=11'h7ff;
    always@(posedge clk) begin
        if (running == 1'b0) begin
            shift <= {2'b11, tbus, 1'b0};
            running <= start;
            cd_count <= 'b0;
            count <= 'b0;
        end else if (cd_count == CD_MAX) begin
            shift <= {1'b1, shift[10:1]};
            cd_count <= 'b0;
            if (count == 4'd10) begin
                running <= 1'b0;
                count <= 'b0;
            end
            else
                count <= count + 1'b1;
        end else
            cd_count <= cd_count + 1'b1;
    end
    assign tx = (running == 1'b1) ? shift[0] : 1'b1;
    assign ready = ((running == 1'b0 && start == 1'b0) || (cd_count == CD_MAX && count == 4'd10)) ? 1'b1 : 1'b0;
endmodule
```
`design/flow/run.sh`:
```
#!/bin/bash
# OpenROAD 26Q1-2900-gdf79404cd8, Yosys 0.63+post, stock flow scripts
make -C /OpenROAD-flow-scripts/flow DESIGN_CONFIG=/design/flow/config.mk WORK_HOME=/design/flow/orfs finish
```
`design/flow/constraint.sdc`:
```
current_design top

set clk_period 7.1
set clk_io_pct 0.2

create_clock -name clk0 -period $clk_period [get_ports {clk}]

set non_clock_inputs [all_inputs -no_clocks]
set_input_delay [expr $clk_period * $clk_io_pct] -clock clk0 $non_clock_inputs
set_output_delay [expr $clk_period * $clk_io_pct] -clock clk0 [all_outputs]
```
==> reports/qor.txt <==
Pre-Repair DR Iteration Count - 4
Cts hold-fix bufs - 0
WHS Path Cells - 1
Combinational Area - 0.00203 mm²
GRT Total Usage - 9.81%
Registers, synthesis - 126
Final slew viol count - 0
Largest stage delay on the critical path - 0.44 ns
Register share after synthesis - 61.0%
Peak VDD IR - 0.000119 V
Net Sw Power - 0.182 mW
Post-DP HPWL - 6340 µm
Vias per cell - 4.67
Clk latency late pin - 0.33 ns
Most numerous logic cell after layout - edfxtp_1
Die ar. - 0.0192 mm²
CP Launch Type - register
Combinational power share - 0.4%
Critical Path AT - 1.27 ns
Final Critical Period - 2.69 ns
TritonCTS clock tree - done
Initial antenna violation count - 0
Chip Width - 139 µm
Fin crit share - 37.8%
CP Max Fanout - 9
Ys Warns - 6
Overall power - 0.991 mW
Cell Int Power - 0.809 mW
H-tree levels - 3
Number of CTS-inserted buffers - 9
Setup TNS - 0 ns
Chip Area, Yosys - 0.00559 mm²
Global-route wire length before repair - 15100 µm
Grt ovf - 0
Vias in the first global route - 3184
Worst path slowest cell - dfxtp_1
Reg area - 0.00341 mm²
Slew @ Worst Pin - 0.752 ns
RSZ-0062 raised after global routing - false
Cell total in the yosys stat output - 450
Cell area power density - 159 mW/mm²
Crit path DRT - 5.68 ns
Net Sw Frac - 18.4%
Antenna cells - 0
Root Buffer - clkbuf_16
Largest net degree at the start of global routing - 34
Number of cell rows - 49
FF-to-FF path depth - 7
Layout cell share with drive strength beyond 1 - 7.30%
Hold Vio Cnt, Final - 0
Floorplan utilization - 30.8%
Synth Flop Type - edfxtp_1
CP cell instances - nand2b_1, clkdlybuf4s50_1
Hold Path Class - register to register
Fillers - 1759
Crit Path Category - register to output pin
CORE AREA - 0.0181 mm²
Top cells excl fill/tap - edfxtp_1, nor2_1, dfxtp_1, inv_1, xnor2_1
Detailed Route WL - 8750 µm
Clock skew - 0.00647 ns
Post-CTS Setup Bufs - 0
Post-synth area hogs - edfxtp_1, dfxtp_1, ha_1
Buffers added on ports - 3
Syn_area_per_cell - 12.4 µm²
Lkg Pwr - 2.19 nW
Cts repair resizes - 0
Gpl congestion - 0.820
Fmax achieved - 0.372 GHz
Area leader share - 47.8%
Area Growth Syn to Fin - 11.2%
FFs w/ async S/R, synth - 0%
Clock transition at the registers of the reported paths - 0.06 ns
Cells after Synth - 450
1st-iter DRT viols - 173
Seq pwr share - 50.3%
Crit path capture type - output pin
Wire length per cell - 12.6 µm
Post-synth top area cell - edfxtp_1
Antenna Nets Post-Route - 0
EDFF count, synth - 89
Max_cap viols - 0
Die y size - 139 µm
# setup viols final - 0
Post-synth cell types - 50
DR vias - 3246
I/O Pins - 4
Endpoints left unconstrained - 94
Drt drc - 0
Mapped cell area - 0.00559 mm²
Tool warnings - 39
Status - finished, final reports clean
Clock network power share - 49.3%
Clock Tree Buf Depth - 2
Worst rel slew slack - 49.2%
Number of register pins that no clock reaches - 45
==> state kept, by name (all words and copies together) (netlist names), 5 cells and up <==
register           cells
uut.dataprev           7
get_tx.cd_count       16
get_tx.shift           9
tx_con.pbuf           28
keycodev              16
uut.db_clk.count       5
uut.datacur            8
uut.db_data.count      5
uut.keycode            9
==> cell type report <==
| class | count | share of cell area (%) |
|---|---|---|
| clock inverters | 6 | 1.45 |
| repair buffers | 7 | 0.965 |
| clock buffers | 10 | 3.68 |
| well taps | 229 | 4.61 |
| flip-flops and latches | 126 | 54.9 |
| multi-input cells | 288 | 32.7 |
| inverters | 29 | 1.75 |
==> synthesized netlist by cell type (3+ instances only) <==
master and number:
edfxtp_1 89, nor2_1 44, dfxtp_1 37, inv_1 28, xnor2_1 28, ha_1 24
nand2_1 16, o21ai_0 15, xor2_1 15, a21oi_1 13, and2_1 13, nand4_1 11
nand3_1 9, mux2_2 7, nor3_1 7, o31ai_1 7, a21boi_0 5, a22o_1 5
and4_1 5, mux2i_1 5, nor2b_1 5, nor4bb_1 5, o2bb2ai_1 5, or4_1 5
o21a_1 4, or2_2 4, a21o_1 3, a221oi_1 3, a31oi_1 3, nand2b_1 3
==> final timing paths <==
check                                         from               to  slack (ns)
worst max-delay path                get_tx.running               tx        4.41
worst min-delay path               get_tx.shift[0]  get_tx.shift[0]        0.47
worst max register to register  get_tx.cd_count[0]   tx_con.pbuf[1]        4.87
worst min register to register     get_tx.shift[0]  get_tx.shift[0]        0.47
==> power groups by stage <==
stage,clock network [mW],registers (mW),logic [mW]
after global routing,0.517,0.499,0.00410
after CTS,0.500,0.499,0.00362
final,0.489,0.499,0.00355
==> through the flow <==
step | cells | hold WS, ns | utilization (%) | instance area [µm²] | worst slack, ns
after floorplan | 450 | 0.434 | - | 5590 | 3.50
after global placement | 679 | 0.455 | 32.5 | 5900 | 4.78
after detailed placement | 679 | 0.456 | 32.5 | 5900 | 4.77
after CTS | 695 | 0.472 | 34.3 | 6220 | 4.39
after global routing | 695 | 0.482 | 34.3 | 6220 | 4.31
final | 695 | 0.466 | 34.3 | 6220 | 4.41
==> kinds of logic after synthesis <==
kind of cell | Yosys count | share of synthesized area, %
compound gates | 70 | 8.32
xor+xnor | 43 | 6.73
fa+ha+maj | 24 | 5.37
buf+inv | 36 | 2.73
flops | 126 | 61.0
mux | 12 | 2.30
simple gates | 139 | 13.5
==> worst max-delay path: cells and delay by family, from the launching register on <==
kind                   cells  cell delay (ns)
buffers and inverters      1             0.41
AND/OR/NAND/NOR            1             0.09
flip-flops                 1             0.44
==> metal layers <==
metal / GRT usage, % / vias to the layer above / share of wire (%)
met4: 1.24 / 0 / 1.6
met1: 14.4 / 1544 / 48
met3: 1.86 / 9 / 2.1
met5: 0 / - / 0
li1: - / 1656 / -
met2: 16.2 / 37 / 48
Power and IR drop assume default switching activity.
